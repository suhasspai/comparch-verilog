<file path="flow/run.sh">
#!/bin/bash
# OpenROAD 26Q1-2900-gdf79404cd8, Yosys 0.63+post, stock flow scripts
make -C /OpenROAD-flow-scripts/flow DESIGN_CONFIG=/design/flow/config.mk WORK_HOME=/design/flow/orfs finish
</file>
<file path="flow/design.v">
module D_ff(input clk, input reset, input d, output reg q);
	always @ (negedge clk)
	begin
		if(reset==1)
			q=0;
		else
			q=d;
	end
endmodule
module bigALU(input [25:0] ALUin1, input [25:0] ALUin2, output reg [25:0] ALUout);
	always @ (ALUin1 or ALUin2)
	begin
		ALUout=ALUin1+ALUin2;
	end
endmodule
module floatingPointAdder(input [31:0] in1, input [31:0] in2, input clk, input reset, output ResultSign1bit, output [7:0] ResultExponent8bits, output [24:0] ResultFraction25bits);
	wire [31:0] num1, num2;
	wire [24:0] tempOp, I1, I2;
	wire [25:0] ALUin1, ALUin2, ALUOut;
	wire [8:0] diffExpo;
	wire [7:0] absDiff;
	wire sign, signBit0, signBit1;
	register32bits R1(clk, reset, in1, num1);
	register32bits R2(clk, reset, in2, num2);
	signDiffExpo SDE(num1[30:23], num2[30:23], diffExpo);
	signToUnsign9 STU9(diffExpo, sign, absDiff);
	muxGreaterExpo MGE(num1[30:23], num2[30:23], sign, ResultExponent8bits);
	muxInputFrac MIF1({2'b01, num2[22:0]}, {2'b01, num1[22:0]}, sign, tempOp);
	shiftRightOp1 SRO(tempOp, absDiff, I1);
	muxInputFrac MIF2({2'b01, num1[22:0]}, {2'b01, num2[22:0]}, sign, I2);
	muxSign MS1(num2[31], num1[31], sign, signBit0);
	muxSign MS2(num1[31], num2[31], sign, signBit1);
	unsignToSign26b UTS1(I1, signBit0, ALUin1);
	unsignToSign26b UTS2(I2, signBit1, ALUin2);
	bigALU BA(ALUin1, ALUin2, ALUOut);
	signToUnsign26 STU26(ALUOut, ResultSign1bit, ResultFraction25bits);
endmodule
module muxGreaterExpo(input [7:0] number1OutExpo, input [7:0] number2OutExpo, input sign, output reg [7:0] ResultExponent8bits);
	always @ (number1OutExpo or number2OutExpo or sign)
	begin
		case (sign)
			0:
			begin
				ResultExponent8bits=number1OutExpo;
			end
			1:
			begin
				ResultExponent8bits=number2OutExpo;
			end
		endcase
	end
endmodule
module muxInputFrac(input [24:0] in1, input [24:0] in2, input selOp, output reg [24:0] Op);
	always @ (in1 or in2 or selOp)
	begin
		case (selOp)
			0:
			begin
				Op=in1;
			end
			1:
			begin
				Op=in2;
			end
		endcase
	end
endmodule
module muxSign(input s1, input s2, input selSign, output reg ResultSign);
	always @ (s1 or s2 or selSign)
	begin
		case (selSign)
			0:
			begin
				ResultSign=s1;
			end
			1:
			begin
				ResultSign=s2;
			end
		endcase
	end
endmodule
module register32bits(input clk, input reset, input [31:0] numberIn, output [31:0] numberOut);
	D_ff d0(clk, reset, numberIn[0], numberOut[0]);
	D_ff d1(clk, reset, numberIn[1], numberOut[1]);
	D_ff d2(clk, reset, numberIn[2], numberOut[2]);
	D_ff d3(clk, reset, numberIn[3], numberOut[3]);
	D_ff d4(clk, reset, numberIn[4], numberOut[4]);
	D_ff d5(clk, reset, numberIn[5], numberOut[5]);
	D_ff d6(clk, reset, numberIn[6], numberOut[6]);
	D_ff d7(clk, reset, numberIn[7], numberOut[7]);
	D_ff d8(clk, reset, numberIn[8], numberOut[8]);
	D_ff d9(clk, reset, numberIn[9], numberOut[9]);
	D_ff d10(clk, reset, numberIn[10], numberOut[10]);
	D_ff d11(clk, reset, numberIn[11], numberOut[11]);
	D_ff d12(clk, reset, numberIn[12], numberOut[12]);
	D_ff d13(clk, reset, numberIn[13], numberOut[13]);
	D_ff d14(clk, reset, numberIn[14], numberOut[14]);
	D_ff d15(clk, reset, numberIn[15], numberOut[15]);
	D_ff d16(clk, reset, numberIn[16], numberOut[16]);
	D_ff d17(clk, reset, numberIn[17], numberOut[17]);
	D_ff d18(clk, reset, numberIn[18], numberOut[18]);
	D_ff d19(clk, reset, numberIn[19], numberOut[19]);
	D_ff d20(clk, reset, numberIn[20], numberOut[20]);
	D_ff d21(clk, reset, numberIn[21], numberOut[21]);
	D_ff d22(clk, reset, numberIn[22], numberOut[22]);
	D_ff d23(clk, reset, numberIn[23], numberOut[23]);
	D_ff d24(clk, reset, numberIn[24], numberOut[24]);
	D_ff d25(clk, reset, numberIn[25], numberOut[25]);
	D_ff d26(clk, reset, numberIn[26], numberOut[26]);
	D_ff d27(clk, reset, numberIn[27], numberOut[27]);
	D_ff d28(clk, reset, numberIn[28], numberOut[28]);
	D_ff d29(clk, reset, numberIn[29], numberOut[29]);
	D_ff d30(clk, reset, numberIn[30], numberOut[30]);
	D_ff d31(clk, reset, numberIn[31], numberOut[31]);
endmodule
module shiftRightOp1(input [24:0] tempOp, input [7:0] absDiff, output reg [24:0] shiftOp);
	always @ (tempOp or absDiff)
	begin
		shiftOp=tempOp>>absDiff;
	end
endmodule
module signDiffExpo(input [7:0] number1OutExpo, input [7:0] number2OutExpo, output reg [8:0] diffExpo);
	always @ (number1OutExpo or number2OutExpo)
	begin
		diffExpo=number1OutExpo-number2OutExpo;
	end
endmodule
module signToUnsign26(input [25:0] ALUout, output reg sign, output reg [24:0] frac);
	always @ (ALUout)
	begin
		sign=ALUout[25];
		frac=ALUout[24:0];
		if (sign==1)
		begin
			frac=~frac+1;
		end
	end
endmodule
module signToUnsign9(input [8:0] diffExpo, output reg sign, output reg [7:0] absDiff);
	always @ (diffExpo)
	begin
		sign=diffExpo[8];
		absDiff=diffExpo[7:0];
		if (sign==1)
		begin
			absDiff=~absDiff+1;
		end
	end
endmodule
module unsignToSign26b(input [24:0] in25bUnsigned, input sign, output reg [25:0] out26bSigned);
	always @ (in25bUnsigned or sign)
	begin
		out26bSigned[25]=sign;
		out26bSigned[24:0]=in25bUnsigned;
		if (sign==1)
		begin
			out26bSigned[24:0]=~out26bSigned[24:0]+1;
		end
	end
endmodule
</file>
<file path="flow/constraint.sdc">
current_design floatingPointAdder

set clk_period 15.7
set clk_io_pct 0.2

create_clock -name clk0 -period $clk_period [get_ports {clk}]

set non_clock_inputs [all_inputs -no_clocks]
set_input_delay [expr $clk_period * $clk_io_pct] -clock clk0 $non_clock_inputs
set_output_delay [expr $clk_period * $clk_io_pct] -clock clk0 [all_outputs]
</file>
<file path="flow/config.mk">
export PLATFORM = sky130hd
export DESIGN_NAME = floatingPointAdder
export DESIGN_NICKNAME = floatingPointAdder
export VERILOG_FILES = /design/flow/design.v
export SDC_FILE = /design/flow/constraint.sdc
export NUM_CORES = 4
export LEC_CHECK = 1
export CORE_UTILIZATION = 50
</file>
==> flow_metrics.py <==
# Flow results
metrics = {
    "clocking": {
        "cts_tree": "done",
        "cts_inserted_buffers": 9,
        "htree_levels": 3,
        "root_buffer": "clkbuf_16",
        "cts_hold_buf": 0,
        "clk_pin_slew_worst_paths_ns": 0.18,
        "clock_path_buffers": 2,
        "cts.sinks": 64,
    },
    "synthesis": {
        "ys.flops": 64,
        "netlist_area_mm2": 0.00818,
        "yosysSeqAreaShare_pct": 15.7,
        "synth-async-reset-ratio_pct": 0,
        "ff_type": "dfxtp_1",
        "ys.warnings.count": 10,
        "avgSynthCellArea_um2": 7.93,
        "edf_count": 0,
        "yosys_area_mm2": 0.00818,
        "synthDistinctLibCells": 106,
        "syn_inst": 1032,
        "ys_cells": 1032,
    },
    "global_route": {
        "track_usage_pct": 44.0,
        "overflow": 0,
        "grt_pass1_vias": 9768,
        "grt_pass1_wl_mm": 54.2,
        "grt_max_degree": 65,
        "antenna_found_initial": 5,
    },
    "critical_path": {
        "worstSetupPathType": "flip-flop to output port",
        "critPathSlowestCell": "nor4_2",
        "crit_buf_inv": 6,
        "required_ns": 12.56,
        "cp.arrival_ns": 16.53,
        "critPathMaxFanout": 8,
        "startpoint_type": "flip-flop",
        "cp_top_family": "simple AND/OR/NAND/NOR gates",
        "end_kind": "output port",
        "slowest_delay_ns": 0.55,
    },
    "timing": {
        "rsz0062_at_grt": "true",
        "setup_viol": 25,
        "hold_viol_final": 0,
        "relSlewSlack_pct": 33.4,
        "setup-tns-final_ns": -85.44,
        "setup_slack_ns": -3.97,
        "tightestPinTransition_ns": 0.988,
        "drv_slew": 0,
    },
    "floorplanning": {
        "die-area_mm2": 0.0169,
        "die_w_um": 130,
        "core_area_mm2": 0.0159,
        "io_pins": 100,
        "num_rows": 46,
        "initCoreUtil_pct": 51.3,
        "die_h_um": 130,
    },
    "power_and_ir_drop": {
        "switching_share_pct": 52.7,
        "seqPwrFrac_pct": 6.8,
        "net-switching-power_w": 0.00140,
        "clkPwrFrac_pct": 15.4,
        "p_leak_nw": 6.41,
        "peakVddDrop_v": 0.000263,
        "power_density_mw_per_mm2": 196,
        "comb_power_share_pct": 77.8,
        "p_int_w": 0.00126,
    },
    "placement": {
        "place_ws_ns": -2.65,
        "dp.cells": 1674,
        "place_area_mm2": 0.0121,
        "dp_hpwl_mm": 24.7,
        "gp_congestion": 1.04,
        "io_buffer_count": 99,
    },
    "route": {
        "antenna_left": 0,
        "vias_per_cell": 6.49,
        "post_drt_wl_per_cell_um": 25.7,
        "first_iter_violations": 1986,
        "drt_first_pass_iters": 15,
        "routed_wl_mm": 46.3,
        "via_count": 11700,
        "drcViolationCount": 0,
    },
    "outcome": {
        "violations": "negative setup slack",
        "outcome": "finished with violations",
    },
    "final_layout": {
        "utilization_pct": 85.1,
        "syn_to_final_growth_pct": 65.9,
        "fin_area_mm2": 0.0136,
        "drive_gt1_share_pct": 39.4,
        "stdcell_count": 1801,
    },
    "job": {
        "drv_cap": 0,
        "warning_count": 93,
    },
    "min_path": {
        "hold_class": "input port to flip-flop",
    },
}
==> through the flow <==
| step | hold WS (ns) | total power, W |
|---|---|---|
| after floorplan | 11.12 | 0.000980 |
| after global placement | 11.55 | 0.00175 |
| after global routing | 11.06 | 0.00269 |
| after detailed placement | 11.55 | 0.00176 |
| final | 11.04 | 0.00266 |
| after CTS | 11.10 | 0.00213 |
==> routing by layer <==
layer	global-route usage (%)	share of wire (%)	vias to the layer above
met4	11.8	8.0	22
met3	19.7	17	406
met1	63.8	37	5311
met5	0	0.82	-
met2	59.4	37	1068
li1	-	-	4881
==> path summary, 6_finish.rpt <==
path,from,endpoint,slack (ns),cells past startpoint
max,R1.d23.q$_SDFF_NP0_,ResultFraction25bits[24],-3.97,35
min,in1[12],R1.d12.q$_SDFF_NP0_,11.04,2
==> power groups by stage <==
stage         sequential [W]  clock, W  combinational [W]
finish              0.000182  0.000410            0.00207
global route        0.000182  0.000401            0.00210
CTS                 0.000181  0.000330            0.00162
==> cell usage in the layout (no fill, tap or decap), types with 32 or more instances in the layout <==
cell             count
nor2_1              70
xor2_1              34
nor3_1              36
xnor2_1             54
o21ai_0             32
mux2i_1             72
clkdlybuf4s50_1     73
nor2b_1             72
nand2_1             80
dfxtp_1             59
a21oi_1             50
buf_4              399
inv_1               93
==> cell families (layout without fill, tap and decap cells) <==
kind of cell / after synthesis / in the layout / synth area share [%]
mux: 93 / 93 / 13.1
buf+inv: 91 / 640 / 6.10
xor+xnor: 101 / 101 / 11.4
other cells: 0 / 4 / 0
fa+ha+maj: 39 / 39 / 6.15
compound gates: 264 / 264 / 23.1
simple gates: 380 / 380 / 24.4
flops: 64 / 64 / 15.7
==> Yosys cell counts (6+ instances only) <==
library cell	number	area share (%)
nor2b_1	72	5.5
o31ai_1	13	1.2
o211ai_1	6	0.55
mux2_2	8	1.1
or3_1	7	0.54
xor2_1	35	3.7
nand2_1	86	3.9
ha_1	37	5.7
o21ai_0	46	2.8
o22ai_1	7	0.54
nor2_1	80	3.7
a211oi_1	10	0.92
and3_1	6	0.46
a31oi_1	15	1.1
dfxtp_1	64	16
xnor2_1	61	6.5
nor3_1	40	2.4
and2_1	11	0.84
nand3_1	25	1.5
inv_1	35	1.6
a21oi_1	65	4.0
a211o_1	6	0.64
a311oi_1	6	0.64
a21o_1	9	0.83
clkbuf_8	8	1.3
mux2i_1	75	9.2
nor4_1	6	0.46
o21bai_1	6	0.55
o41ai_1	6	0.64
clkbuf_1	27	1.2
==> cell type report <==
type	instances	area, µm²
Tap cell	216	270
Inverter	34	134
Timing Repair Buffer	526	4310
Multi-Input combinational cell	877	7040
Clock inverter	71	302
Clock buffer	9	225
Antenna cell	4	10.0
Fill cell	792	2370
Sequential cell	64	1290
==> what timing repair did <==
item                                    CTS  global route
gates cloned                              2             0
pin swaps                                19            59
endpoints found under the hold margin     0             0
resized                                  91           116
setup buffers                            18            28
endpoints found under the setup margin   25            26
Power is estimated from default activity; no workload was simulated.
